$ cat ./design.v
module CLA4(A,B,Cin,S,Cout);
input [3:0] A,B;
input Cin;
output [3:0] S;
output Cout;
wire [3:0] G,P;
wire C0,C1,C2;
FA FA0(.A(A[0]),.B(B[0]),.Cin(Cin),.G(G[0]),.P(P[0]),.S(S[0]));
FA FA1(.A(A[1]),.B(B[1]),.Cin(C0), .G(G[1]),.P(P[1]),.S(S[1]));
FA FA2(.A(A[2]),.B(B[2]),.Cin(C1), .G(G[2]),.P(P[2]),.S(S[2]));
FA FA3(.A(A[3]),.B(B[3]),.Cin(C2), .G(G[3]),.P(P[3]),.S(S[3]));
CLG CLG0(.Cin(Cin),.G(G),.P(P),.C0(C0),.C1(C1),.C2(C2),.Cout(Cout));
endmodule
module CLA4_seg(A,B,Cin,Sout,Cout);
input [3:0] A,B;
input Cin;
output Sout;
output Cout;
wire [3:0] S;
CLA4 C0(.A(A),.B(B),.Cin(Cin),.S(S),.Cout(Cout));
Seven_Segment S0(.Din(S), .Dout(Sout));
endmodule
module CLG (Cin,G,P,C0,C1,C2,Cout);
input Cin;
input [3:0] G, P;
output C0, C1, C2, Cout;
assign C0 = G[0] | (P[0]&Cin);
assign C1 = G[1] | (P[1]&G[0]) | (P[1]&P[0]&Cin);
assign C2 = G[2] | (P[2]&G[1]) | (P[2]&P[1]&G[0]) | (P[2]&P[1]&P[0]&Cin);
assign C3 = G[3] | (P[3]&G[2]) | (P[3]&P[2]&G[1]) | (P[3]&P[2]&P[1]&G[0]) | (P[3]&P[2]&P[1]&P[0]&Cin);
endmodule
module FA (A,B,Cin,G,P,S);
input A,B,Cin;
output G,P,S;
xor (S, A, B, Cin);
assign G = A & B;
assign P = A | B;
endmodule
module Seven_Segment(Din,Dout);
input [3:0] Din;
output [6:0] Dout;
assign Dout[0]=((!Din[3])&(!Din[2])&(!Din[1])&  Din[0] )|
               ((!Din[3])&  Din[2] &(!Din[1])&(!Din[0]))|
					(  Din[3] &  Din[2] &(!Din[1])&  Din[0] )|
					(  Din[3] &(!Din[2])&  Din[1] &  Din[0] );
assign Dout[1]=((!Din[3])&  Din[2] &(!Din[1])&  Din[0] )|
               (            Din[2] &  Din[1] &(!Din[0]))|
					(  Din[3] &         &  Din[1] &  Din[0] )|
					(  Din[3] &  Din[2]           &(!Din[0]));
assign Dout[2]=((!Din[3])&(!Din[2])&  Din[1] &(!Din[0]))|
               (  Din[3] &  Din[2] &  Din[1]           )|
					(  Din[3] &  Din[2]           &  Din[0] );
assign Dout[3]=((!Din[3])&(!Din[2])&(!Din[1])&  Din[0] )|
               ((!Din[3])&  Din[2] &(!Din[1])&(!Din[0]))|
					(  Din[3] &  Din[2] &(!Din[1])&  Din[0] )|
					(         &(!Din[2])&  Din[1] &  Din[0] );
assign Dout[4]=((!Din[3])                    &  Din[0] )|
               (          (!Din[2])&(!Din[1])&  Din[0] )|
					((!Din[3])&  Din[2] &(!Din[1])          );
assign Dout[5]=((!Din[3])&  Din[2] &(!Din[1])&  Din[0] )|
               ((!Din[3])&(!Din[2])          &  Din[0] )|
					((!Din[3])&(!Din[2])&  Din[1]           )|
					((!Din[3])          &  Din[1] &  Din[0] );
assign Dout[6]=((!Din[3])&  Din[2] &  Din[1] &  Din[0] )|
					(  Din[3] &  Din[2] &(!Din[1])&(!Din[0]))|
					((!Din[3])&(!Din[2])&(!Din[1])          );
endmodule
$ cat ./run.sh
#!/bin/bash
# OpenROAD 26Q1-2900-gdf79404cd8, Yosys 0.63+post, stock flow scripts
make -C /OpenROAD-flow-scripts/flow DESIGN_CONFIG=/design/flow/config.mk WORK_HOME=/design/flow/orfs finish
$ cat ./config.mk
export PLATFORM = sky130hd
export DESIGN_NAME = CLA4_seg
export DESIGN_NICKNAME = CLA4_seg
export VERILOG_FILES = /design/flow/design.v
export SDC_FILE = /design/flow/constraint.sdc
export NUM_CORES = 4
export LEC_CHECK = 1
export CORE_AREA = 10 10 70 70
export DIE_AREA = 0 0 80 80
$ cat ./constraint.sdc
current_design CLA4_seg

set clk_period 2.5
set clk_io_pct 0.2

create_clock -name clk0 -period $clk_period

set non_clock_inputs [all_inputs -no_clocks]
set_input_delay [expr $clk_period * $clk_io_pct] -clock clk0 $non_clock_inputs
set_output_delay [expr $clk_period * $clk_io_pct] -clock clk0 [all_outputs]
==> results.py <==
# Flow results
metrics = {
    "critical_path": {
        "worstPathCellList": "buf_6, inv_2, fa_2, xor2_2, nor2_1, or4b_1, o211ai_1, buf_2",
        "startpoint_type": "primary input",
        "worstPathMaxFanout": 2,
        "crit_type": "primary input to output port",
        "slowest_stage": "or4b_1",
        "cp.required_ps": 2000,
        "endpoint_kind": "output port",
        "crit_arrival_ps": 1970,
        "cp_slowest_stage_delay_ps": 440,
    },
    "finish": {
        "combGateArea_um2": 359.1,
        "final_util_pct": 17.99,
        "final_cell_mix": "buf_4 (9), ha_4 (4)",
        "ff_latch_area_um2": 0,
        "seq_cells": 0,
        "num-clock-buffers": 0,
        "drive_above_1_share_pct": 72.22,
        "nFillCells": 385,
        "area_delta_synth_final_pct": 119.2,
        "layout_top_cell": "buf_4",
    },
    "placed_design": {
        "numPortBuffers": 10,
        "dpl.hpwl_um": 629.8,
        "routabilityCongestion": 0.7748,
    },
    "global_routing": {
        "grt_pass1_vias": 317,
        "grt_pass1_wl_um": 1297,
        "grt.total_usage_pct": 2.432,
        "grt_overflow": 0,
        "grt_antenna_before_repair": 0,
        "grt_max_degree": 4,
    },
    "run_status": {
        "status": "completed",
    },
    "yosys": {
        "ys_cells": 36,
        "avgSynthCellArea_um2": 7.785,
        "ys_seq_share_pct": 0,
        "syn-instance-count": 36,
        "synth_warnings": 3,
        "ys_types": 20,
        "netlist_area_um2": 280.3,
        "synth_chip_area_um2": 280.3,
    },
    "floorplan": {
        "std_cell_rows": 21,
        "fp.dieH_um": 80,
        "core_um2": 3416,
        "initCoreUtil_pct": 8.205,
        "die_w_um": 80,
        "chipArea_um2": 6400,
        "io_pins": 11,
    },
    "pwr": {
        "total_leakage_power_nw": 0.2643,
        "power_density_nw_per_um2": 211.0,
        "p_total_mw": 0.1296,
        "ir_drop_mv": 0.04587,
    },
    "flow_run": {
        "tool_warnings": 37,
        "maxCapViolations": 0,
    },
    "timing": {
        "rsz0062_at_grt": "true",
        "fin_tns_setup_ps": 0,
        "setup_viol": 0,
        "min_period_ps": 2474,
        "maxSlewViolCount": 0,
        "fin_crit_sh_pct": 98.96,
        "final_hold_viol_count": 0,
        "fmax_mhz": 404.2,
    },
    "route": {
        "dr_wl_met2_um": 346,
        "vias_per_cell": 2.940,
        "highest_layer": "met3",
        "antenna_cells": 0,
        "routed_wl_um": 788,
        "vias": 294,
        "drc": 0,
        "wl_met3_um": 124,
        "drtIter0Drc": 0,
        "wirelength_met1_um": 316,
        "drtPass1Iterations": 1,
        "ant_nets": 0,
        "route.detailed.wl_per_inst_um": 7.880,
    },
    "hold_path": {
        "hold_class": "primary input to output port",
        "whs_path_depth": 8,
        "worstHoldStart": "A[1]",
        "min_to": "Sout",
    },
}
[synthesized netlist by cell type]
| cell type | n | area (um^2) |
|---|---|---|
| inv_1 | 8 | 30.03 |
| ha_1 | 6 | 75.07 |
| a21oi_1 | 2 | 10.01 |
| nor2_1 | 2 | 7.510 |
| nor2b_1 | 2 | 12.51 |
| xnor2_1 | 2 | 17.52 |
| and3_1 | 1 | 6.260 |
| buf_4 | 1 | 7.510 |
| conb_1 | 1 | 3.750 |
| fa_1 | 1 | 20.02 |
| nand2_1 | 1 | 3.750 |
| nand2b_1 | 1 | 6.260 |
| nor3_2 | 1 | 10.01 |
| nor3b_1 | 1 | 7.510 |
| o2111ai_1 | 1 | 8.760 |
| o211ai_1 | 1 | 7.510 |
| o21ai_1 | 1 | 5.000 |
| or4b_1 | 1 | 10.01 |
| xnor3_1 | 1 | 22.52 |
| xor2_1 | 1 | 8.760 |
[cells by family (layout without fill, tap and decap cells)]
family                   after synthesis  after routing  share of synthesized area, %
buffers and inverters                  9             27                         13.39
AND-OR/OR-AND                          5              5                         11.16
other                                  1              1                         1.338
XOR/XNOR                               4              4                         17.41
adder cells (fa/ha/maj)                7              7                         33.93
AND/OR/NAND/NOR                       10             10                         22.77
[power by group]
group	internal, mW	switching (mW)
clock network	0	0
logic	0.0802	0.0494
registers	0	0
total	0.0802	0.0494
[critical path, delay by kind of cell]
kind | cells | cell delay, ps
simple gates | 2 | 530
compound gates | 1 | 100
buf+inv | 3 | 250
xor+xnor | 1 | 190
fa+ha+maj | 1 | 400
[worst max path at each step]
stage                 slack [ps]  from  endpoint  depth (start not counted)
after CTS                     10  A[2]      Sout                          9
after global routing         -60  A[0]      Sout                         10
final                         30  A[0]      Sout                          8
[through the flow]
stage                     hold WS (ps)  area (um^2)  setup WS, ps  std cells
after global placement            2321        460.4        -790.6         95
after CTS                         1741        528.0         9.516        100
after floorplan                   1362        280.3         287.7         36
after detailed placement          2338        460.4        -844.5         95
final                             1704        614.3         25.96        100
after global routing              1759        614.3        -57.70        100
[cell type report]
| type | count | share of cell area [%] |
|---|---|---|
| Inverter | 8 | 6.110 |
| Multi-Input combinational cell | 27 | 58.45 |
| Tap cell | 46 | 9.369 |
| Timing Repair Buffer | 19 | 26.07 |
[timing repair]
action	in CTS	in global routing
buffers inserted	5	0
gates resized	51	20
gates cloned	0	0
endpoints found under the setup margin	1	1
hold buffers	0	0
pin swaps	16	12
[metal layers]
layer  vias to the layer above  track usage, %
met5                         -               0
met4                         0               0
met3                         0           1.591
met2                         8           3.933
met1                       137           2.793
li1                        149               -
Power and IR drop assume default switching activity.
