==> design.v <==
module Acc8(reset, clk, w_en, Sout1, Sout0);
input reset, clk, w_en;
output [6:0] Sout1, Sout0;
wire [7:0] Din, Dout;
assign Din = Dout + 8'd1;
DFF8 D0(.Din(Din), .reset(reset), .w_en(w_en), .clk(clk), .Dout(Dout));
Seven_Segment S0(.Din(Dout[3:0]), .Dout(Sout0));
Seven_Segment S1(.Din(Dout[7:4]), .Dout(Sout1));
endmodule
module DFF8(Din, reset, w_en, clk, Dout);
input [7:0]Din;
input clk, reset, w_en;
output [7:0] Dout;
reg Dout;
always@ (posedge clk or negedge reset) begin   
	if (!reset)
		Dout <= 8'd0;
	else
		Dout <= (w_en)?Din:Dout;
end
endmodule
module Seven_Segment(Din,Dout);
input [3:0] Din;
output [6:0] Dout;
assign Dout[0]=((!Din[3])&(!Din[2])&(!Din[1])&  Din[0] )|
               ((!Din[3])&  Din[2] &(!Din[1])&(!Din[0]))|
					(  Din[3] &  Din[2] &(!Din[1])&  Din[0] )|
					(  Din[3] &(!Din[2])&  Din[1] &  Din[0] );
assign Dout[1]=((!Din[3])&  Din[2] &(!Din[1])&  Din[0] )|
               (            Din[2] &  Din[1] &(!Din[0]))|
					(  Din[3] &         &  Din[1] &  Din[0] )|
					(  Din[3] &  Din[2]           &(!Din[0]));
assign Dout[2]=((!Din[3])&(!Din[2])&  Din[1] &(!Din[0]))|
               (  Din[3] &  Din[2] &  Din[1]           )|
					(  Din[3] &  Din[2]           &  Din[0] );
assign Dout[3]=((!Din[3])&(!Din[2])&(!Din[1])&  Din[0] )|
               ((!Din[3])&  Din[2] &(!Din[1])&(!Din[0]))|
					(  Din[3] &  Din[2] &(!Din[1])&  Din[0] )|
					(         &(!Din[2])&  Din[1] &  Din[0] );
assign Dout[4]=((!Din[3])                    &  Din[0] )|
               (          (!Din[2])&(!Din[1])&  Din[0] )|
					((!Din[3])&  Din[2] &(!Din[1])          );
assign Dout[5]=((!Din[3])&  Din[2] &(!Din[1])&  Din[0] )|
               ((!Din[3])&(!Din[2])          &  Din[0] )|
					((!Din[3])&(!Din[2])&  Din[1]           )|
					((!Din[3])          &  Din[1] &  Din[0] );
assign Dout[6]=((!Din[3])&  Din[2] &  Din[1] &  Din[0] )|
					(  Din[3] &  Din[2] &(!Din[1])&(!Din[0]))|
					((!Din[3])&(!Din[2])&(!Din[1])          );
endmodule
==> run.sh <==
#!/bin/bash
# OpenROAD 26Q1-2900-gdf79404cd8, Yosys 0.63+post, stock flow scripts
make -C /OpenROAD-flow-scripts/flow DESIGN_CONFIG=/design/flow/config.mk WORK_HOME=/design/flow/orfs finish
==> config.mk <==
export PLATFORM = sky130hd
export DESIGN_NAME = Acc8
export DESIGN_NICKNAME = Acc8
export VERILOG_FILES = /design/flow/design.v
export SDC_FILE = /design/flow/constraint.sdc
export NUM_CORES = 4
export LEC_CHECK = 1
export CORE_AREA = 10 10 70 70
export DIE_AREA = 0 0 80 80
==> constraint.sdc <==
current_design Acc8

set clk_period 1.9
set clk_io_pct 0.2

create_clock -name clk0 -period $clk_period [get_ports {clk}]

set non_clock_inputs [all_inputs -no_clocks]
set_input_delay [expr $clk_period * $clk_io_pct] -clock clk0 $non_clock_inputs
set_output_delay [expr $clk_period * $clk_io_pct] -clock clk0 [all_outputs]
==> out/qor.yml <==
setup_path:
  path_cells: "buf_6 > nor2b_4 > buf_4 > a31oi_4 > nand2_1 > dlygate4sd2_1"
  cp.required_ns: 1.52
  worstPathArrival_ns: 1.52
  rr_worst_depth: 6
  crit_fanout: 6
  max_stage_delay_ns: 0.41
  startpoint_type: "register"
  reg2reg_slack_ns: 0.59
  worst_path_max_delay_cell: "dfrtp_1"
  critPathKind: "register to output pin"
  worstSetupEndpointType: "output pin"
layout:
  largest_reg_flops: 8
  drive_above_1_share_pct: 49.6
  top_regs: "D0.Dout (8)"
  largest_register: "D0.Dout"
  utilization_pct: 37.9
  areaGrowthSynthToFinish_pct: 85.7
  final_cell_mix: "buf_4, nand2_1, buf_6"
  layout_top_cell: "buf_4"
logic_synthesis:
  top_area_share_pct: 28.7
  ys_cells: 88
  yosysSeqAreaShare_pct: 28.7
  synthArstFlopShare_pct: 100
  postSynthAreaPerCell_sq_um: 7.93
  synth_warnings: 1
  edf_count: 0
  ys_types: 32
  area_leaders: "dfrtp_1, nand2_1, nor2_1"
  synth_flops: 8
  yosys-stat-area_sq_um: 698
  synth-main-ff-cell: "dfrtp_1"
  synthCells: 88
  largest_area_cell: "dfrtp_1"
  netlist_area_sq_um: 698
final_timing:
  fin_skew_ns: 0.0000999
  period_needed_ns: 1.90
  finalCritPeriodShare_pct: 99.8
  setup_tns_ns: 0
  rsz0062_at_grt: "true"
  timing.fmax_ghz: 0.527
  setup_viol: 0
  slew_violations: 0
  relSlewSlack_pct: 73.7
  hold_viol: 0
  worst_pin_slew_ns: 0.393
clocking:
  cts_tree: "done"
  cts_sinks: 8
  clkLatencyLatePin_ns: 0.25
  root_buffer: "clkbuf_4"
  cts_buffers: 3
  cts_buffer_depth: 2
  path_clk_slew_ns: 0.05
  cts_max_level: 1
  cts.hold.buffers_added: 0
die:
  fp_util_pct: 20.4
  chip_area_sq_mm: 0.00640
  rows: 21
  io_pins: 17
  core_sq_mm: 0.00342
  die-height_um: 80
  dieWidth_um: 80
global_route:
  grt_use_total_pct: 5.75
  antenna_found_initial: 0
  grt_max_degree: 9
  grt_pass1_vias: 728
  grt.overflow.total: 0
  grt_pass1_wl_mm: 3.14
routing:
  drt_pre_antenna_iters: 4
  totalWireLength_mm: 1.96
  wl_per_cell_um: 10.9
  drt-initial-drc-count: 17
  drc: 0
  drt-vias-per-instance: 4.31
  vias: 772
  antenna_left: 0
  antenna_cells: 0
place:
  place.gp.congestion: 0.835
  portBuffers: 16
  hpwlAfterDp_mm: 1.19
power_and_ir_drop:
  peakVddDrop_uv: 843
  powerDensity_mw_per_mm2: 1660
  leakagePower_nw: 0.600
  power.total_mw: 2.15
flow_run:
  cap_violations: 0
  tool_warnings: 27
min_path:
  hold_path.class: "input pin to async pin"
outcome:
  status: "finished, final reports clean"
## report_power, final
part	switching, mW	internal (mW)	total, mW	leakage (nW)
clock	0.0551	0.0721	0.127	0.0138
sequential	0.132	0.253	0.385	0.0942
combinational	0.613	1.02	1.64	0.492
## metal layers
layer  share of wire [%]  vias up  track usage, %
li1                    -      398               -
met1                  50      355            7.83
met2                  42       19            8.19
met3                 8.6        0            2.95
met5                   0        -               0
met4                   0        0           0.528
## synthesized netlist by cell type, drive strengths merged, types with 2 or more instances
library cell and n:
a22o 2, a31oi 2, and2b 2, buf 8, dfrtp 8, mux2 2
nand2 14, nand2b 2, nand3 2, nand3b 2, nand4 2, nor2 13
nor3b 2, o211ai 2, o21ai 5, xnor2 4, xor2 4
## path summary, 6_finish.rpt
path / from / end
setup / recovery: D0.Dout[5] / Sout1[0]
hold / removal: reset / D0.Dout[5]
setup reg to reg: D0.Dout[2] / D0.Dout[7]
hold reg to reg: D0.Dout[1] / D0.Dout[1]
max in group asynchronous: reset / D0.Dout[1]
min in group clk0: D0.Dout[1] / D0.Dout[1]
## through the flow
stage / area [sq um] / setup WS (ns) / std cells / hold WS, ns
after floorplan: 698 / 0.584 / 88 / 0.0844
after CTS: 1170 / -0.0895 / 174 / 0.416
final: 1300 / 0.00380 / 179 / 0.420
after global routing: 1300 / -0.0624 / 179 / 0.425
after detailed placement: 975 / 0.0538 / 156 / 0.502
after global placement: 975 / 0.0601 / 156 / 0.500
## cell type report
cell class,instances,area (sq um)
fillers,322,2120
multi-input cells,71,554
repair buffers,51,455
flip-flops and latches,8,206
well taps,46,57.6
clock buffers,3,22.5
## worst max-delay path, delay by kind of cell (launching register included)
family          cells  cell delay, ns
flops               1            0.41
compound gates      1            0.16
buf+inv             3            0.51
simple gates        2            0.18
## logic make-up after synthesis
kind of cell	share of synthesized area [%]
AND/OR/NAND/NOR	32.6
buffers and inverters	7.71
multiplexers	4.66
adder cells (fa/ha/maj)	1.79
flip-flops	28.7
AND-OR/OR-AND	14.5
XOR/XNOR	10.0
## repair_timing
action | 4_1_cts | 5_1_grt
pin swaps | 8 | 5
cloned | 0 | 0
endpoints found under the setup margin | 14 | 9
setup buffers | 15 | 5
resized | 36 | 31
Power figures rest on the tool's default switching activity, not on a simulated workload.
