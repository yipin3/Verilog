`run.sh`:
```
#!/bin/bash
# OpenROAD 26Q1-2900-gdf79404cd8, Yosys 0.63+post, stock flow scripts
make -C /OpenROAD-flow-scripts/flow DESIGN_CONFIG=/design/flow/config.mk WORK_HOME=/design/flow/orfs finish
```
`config.mk`:
```
export PLATFORM = sky130hd
export DESIGN_NAME = MUL4_Seg
export DESIGN_NICKNAME = MUL4_Seg
export VERILOG_FILES = /design/flow/design.v
export SDC_FILE = /design/flow/constraint.sdc
export NUM_CORES = 4
export LEC_CHECK = 1
export CORE_AREA = 10 10 70 70
export DIE_AREA = 0 0 80 80
```
`constraint.sdc`:
```
current_design MUL4_Seg

set clk_period 3.5
set clk_io_pct 0.2

create_clock -name clk0 -period $clk_period

set non_clock_inputs [all_inputs -no_clocks]
set_input_delay [expr $clk_period * $clk_io_pct] -clock clk0 $non_clock_inputs
set_output_delay [expr $clk_period * $clk_io_pct] -clock clk0 [all_outputs]
```
`design.v`:
```
module CLA4(A,B,Cin,S,Cout);
input [3:0] A,B;
input Cin;
output [3:0] S;
output Cout;
wire [3:0] G,P;
wire C0,C1,C2;
FA FA0(.A(A[0]),.B(B[0]),.Cin(Cin),.G(G[0]),.P(P[0]),.S(S[0]));
FA FA1(.A(A[1]),.B(B[1]),.Cin(C0), .G(G[1]),.P(P[1]),.S(S[1]));
FA FA2(.A(A[2]),.B(B[2]),.Cin(C1), .G(G[2]),.P(P[2]),.S(S[2]));
FA FA3(.A(A[3]),.B(B[3]),.Cin(C2), .G(G[3]),.P(P[3]),.S(S[3]));
CLG CLG0(.Cin(Cin),.G(G),.P(P),.C0(C0),.C1(C1),.C2(C2),.Cout(Cout));
endmodule
module CLG (Cin,G,P,C0,C1,C2,Cout);
input Cin;
input [3:0] G, P;
output C0, C1, C2, Cout;
assign C0 = G[0] | (P[0]&Cin);
assign C1 = G[1] | (P[1]&G[0]) | (P[1]&P[0]&Cin);
assign C2 = G[2] | (P[2]&G[1]) | (P[2]&P[1]&G[0]) | (P[2]&P[1]&P[0]&Cin);
assign C3 = G[3] | (P[3]&G[2]) | (P[3]&P[2]&G[1]) | (P[3]&P[2]&P[1]&G[0]) | (P[3]&P[2]&P[1]&P[0]&Cin);
endmodule
module FA (A,B,Cin,G,P,S);
input A,B,Cin;
output G,P,S;
xor (S, A, B, Cin);
assign G = A & B;
assign P = A | B;
endmodule
module MUL4 (A,B,P);
input [3:0] A,B;
output [7:0] P;
wire [3:0] MUout0, MUout1, MUout2, MUout3;
wire [3:0] CLA_S0, CLA_S1, CLA_S2, CLA_S3;
wire CLA_Cout0, CLA_Cout1, CLA_Cout2;
MultiplierUnit M0(.A(A),.Bi(B[0]),.MUout(MUout0));
MultiplierUnit M1(.A(A),.Bi(B[1]),.MUout(MUout1));
MultiplierUnit M2(.A(A),.Bi(B[2]),.MUout(MUout2));
MultiplierUnit M3(.A(A),.Bi(B[3]),.MUout(MUout3));
CLA4 C0(.A({1'b0, MUout0[3:1]}), .B(MUout1), 
        .Cin(1'b0),.S(CLA_S0),.Cout(CLA_Cout0));
CLA4 C1(.A({CLA_Cout0, CLA_S0[3:1]}), .B(MUout2), 
        .Cin(1'b0),.S(CLA_S1),.Cout(CLA_Cout1));
CLA4 C2(.A({CLA_Cout1, CLA_S1[3:1]}), .B(MUout3), 
        .Cin(1'b0),.S(CLA_S2),.Cout(CLA_Cout2));
assign P[0] = MUout0[0];
assign P[1] = CLA_S0[0];
assign P[2] = CLA_S1[0];
assign P[6:3] = CLA_S2;
assign P[7] = CLA_Cout2;
endmodule
module MUL4_Seg(A,B,Sout0,Sout1);
input [3:0] A, B;
output [3:0] Sout0, Sout1;
wire [7:0] P;
MUL4 M0(.A(A),.B(B),.P(P));
Seven_Segment S0(.Din(P[3:0]),.Dout(Sout0));
Seven_Segment S1(.Din(P[7:4]),.Dout(Sout1));
endmodule
module MultiplierUnit (A,Bi,MUout);
input [3:0] A;
input Bi;
output [3:0] MUout;
and a0(MUout[0], A[0], Bi);
and a1(MUout[1], A[1], Bi);
and a2(MUout[2], A[2], Bi);
and a3(MUout[3], A[3], Bi);
endmodule
module Seven_Segment(Din,Dout);
input [3:0] Din;
output [6:0] Dout;
assign Dout[0]=((!Din[3])&(!Din[2])&(!Din[1])&  Din[0] )|
               ((!Din[3])&  Din[2] &(!Din[1])&(!Din[0]))|
					(  Din[3] &  Din[2] &(!Din[1])&  Din[0] )|
					(  Din[3] &(!Din[2])&  Din[1] &  Din[0] );
assign Dout[1]=((!Din[3])&  Din[2] &(!Din[1])&  Din[0] )|
               (            Din[2] &  Din[1] &(!Din[0]))|
					(  Din[3] &         &  Din[1] &  Din[0] )|
					(  Din[3] &  Din[2]           &(!Din[0]));
assign Dout[2]=((!Din[3])&(!Din[2])&  Din[1] &(!Din[0]))|
               (  Din[3] &  Din[2] &  Din[1]           )|
					(  Din[3] &  Din[2]           &  Din[0] );
assign Dout[3]=((!Din[3])&(!Din[2])&(!Din[1])&  Din[0] )|
               ((!Din[3])&  Din[2] &(!Din[1])&(!Din[0]))|
					(  Din[3] &  Din[2] &(!Din[1])&  Din[0] )|
					(         &(!Din[2])&  Din[1] &  Din[0] );
assign Dout[4]=((!Din[3])                    &  Din[0] )|
               (          (!Din[2])&(!Din[1])&  Din[0] )|
					((!Din[3])&  Din[2] &(!Din[1])          );
assign Dout[5]=((!Din[3])&  Din[2] &(!Din[1])&  Din[0] )|
               ((!Din[3])&(!Din[2])          &  Din[0] )|
					((!Din[3])&(!Din[2])&  Din[1]           )|
					((!Din[3])          &  Din[1] &  Din[0] );
assign Dout[6]=((!Din[3])&  Din[2] &  Din[1] &  Din[0] )|
					(  Din[3] &  Din[2] &(!Din[1])&(!Din[0]))|
					((!Din[3])&(!Din[2])&(!Din[1])          );
endmodule
```
==> impl_metrics.ini <==
; synthesis and place-and-route metrics
[setup_path]
crit_top_cell = inv_2
worst_ep_arrival_time_ns = 3.33
max_stage_delay_ns = 0.52
end_kind = primary output
path_class = in -> out
worstPathRequired_ns = 2.80
cp_top_family = adder cells
crit_path_cell_trace = buf_6 -> and2_4 -> ha_4 -> inv_2 -> fa_2 -> inv_2 -> ha_4 -> inv_2 -> fa_2 -> inv_2 -> ha_4 -> fa_2 -> xor2_1 -> nand2b_1 -> a21oi_2 -> buf_2
worstPathMaxFanout = 2
path_buffers = 6
cp_slowest_cell = fa_2
start_kind = input port

[worst_hold_path]
timing.hold.worst.class = in -> out

[pwr]
p_sw_share_pct = 39.3
peakVddDrop_mv = 0.115
p_sw_uw = 92.7
combPwrFrac_pct = 100.0
p_leak_uw = 0.000584
clkPwrFrac_pct = 0
internal-power_uw = 143
p_seq_share_pct = 0
p_per_area_nw_per_um2 = 207

[cells_and_area]
final_cells = 171
regArea_sq_um = 0
lay_top_cells = buf_4 (23), inv_1 (12), ha_1 (10), buf_6 (8)
n_clock_buffer = 0
logic_area_sq_um = 667
seq_cells = 0
layout.cells.most_common = buf_4
syn_to_final_growth_pct = 72.2
layout-drive-gt1-share_pct = 56.0
num-fill-cells = 369

[route]
wire_per_inst_um = 8.76
drtIter0Drc = 27
n_antenna_cell = 0
drt_pass1_iterations = 2
avgViaCountPerCell = 3.81
post-route-drc-count = 0
vias = 651
routed_wl_um = 1500
ant_nets = 0

[synth]
synthCells = 87
synth_top_cell_by_area = ha_1
synth_seq_share_pct = 0
yosysUniqueCellTypes = 31
topCellsByArea = ha_1 (28%), inv_1 (11%), fa_1 (9.1%)
top_cell_area_share_pct = 28.4
ys_area_sq_um = 661
ys_cells = 87
yosys_warnings = 6
syn_area_sq_um = 661
syn_area_per_cell_sq_um = 7.59

[floorplan]
row_count = 21
chipArea_sq_um = 6400
coreArea_sq_um = 3420
io-pin-count = 16
fp.dieH_um = 80
fp_util_pct = 19.3
die_x_um = 80

[timing]
worst_slack_ns = -0.530
fmax_mhz = 248
fin_tns_setup_ns = -2.61
slew_viol_final = 0
hold_viol = 0
period_needed_ns = 4.03
finalSetupViolations = 6
finalCritPeriodShare_pct = 115
rsz0062_at_grt = yes

[flow_run]
warning_count = 44
maxCapViolations = 0

[grt]
grt_first_pass_wirelength_um = 2650
antenna_found_initial = 0
grtUsageTotal_pct = 4.71
grt_overflow_total = 0
grt_max_degree = 8
grt_pass1_vias = 652

[placement]
dp.cells = 165
place_ws_ns = -1.40
gp_congestion = 0.835
dp_hpwl_um = 1250
io_buffers = 14

[outcome]
status = finished with violations
violations = negative setup slack
-- power by group through the flow --
stage / Combinational, uW / Clock, uW / Sequential (uW)
CTS: 226 / 0 / 0
finish: 236 / 0 / 0
global route: 264 / 0 / 0
-- cell usage after synthesis (all sizes together) (2+ instances only) --
library cell,instances
xor2,3
ha,15
nor2b,2
and2,8
inv,19
xnor2,4
nor2,2
a21oi,3
buf,4
fa,3
nand2,7
o21bai,2
-- metrics by stage --
stage / power, uW / cell area, sq um / utilization, % / hold WS [ns]
6_report: 236 / 1140 / 33.3 / 1.90
5_1_grt: 264 / 1140 / 33.3 / 1.93
4_1_cts: 226 / 1080 / 31.7 / 1.90
3_5_place_dp: 198 / 1010 / 29.7 / 2.57
3_3_place_gp: 193 / 1010 / 29.7 / 2.56
2_1_floorplan: 111 / 692 / - / 1.52
-- worst paths after layout --
path  from  endpoint  slack, ns  depth (start not counted)
min   B[0]  Sout0[0]       1.90                          5
max   A[0]  Sout1[1]      -0.53                         16
-- repair_timing --
item | in CTS | in global routing
setup buffers | 4 | 2
setup endpoints to repair | 6 | 6
gates resized | 61 | 10
pin swaps | 20 | 15
hold buffers | 0 | 0
-- routing by layer --
layer | GRT usage, % | vias up | wire (um)
met5 | 0 | - | 0
met4 | 0 | 0 | 0
met3 | 1.36 | 0 | 118
met2 | 7.54 | 13 | 661
met1 | 6.47 | 295 | 719
li1 | - | 343 | -
-- cell families (layout without fill, tap and decap cells) --
logic type      after synthesis  after routing  share of synthesized area, %
buf+inv                      24             61                          16.1
simple gates                 22             22                          18.6
fa+ha+maj                    18             18                          37.5
compound gates               13             13                          14.2
xor+xnor                      7              7                          9.28
mux                           2              2                          3.79
other cells                   1              2                         0.568
-- tightest hold or removal path, stage by stage --
cell	delay, ns
buf_8	0.10
buf_4	0.12
nand3_1	0.08
o22ai_1	0.09
buf_2	0.11
-- cell type report --
type / instances / share of cell area, %
inverter: 19 / 6.27
timing repair buffer: 42 / 30.0
multi-input combinational: 64 / 58.6
tap: 46 / 5.06
No activity file was given, so power comes from the tool's default toggle rates.
